==> /design/flow/constraint.sdc <==
current_design filter

set clk_period 13.7
set clk_io_pct 0.2

create_clock -name clk0 -period $clk_period [get_ports {clk_i}]

set non_clock_inputs [all_inputs -no_clocks]
set_input_delay [expr $clk_period * $clk_io_pct] -clock clk0 $non_clock_inputs
set_output_delay [expr $clk_period * $clk_io_pct] -clock clk0 [all_outputs]
==> /design/flow/design.v <==
module filter (
  input logic                  clk_i,
  input logic                  rst_ni,
  input  logic [2:0][2:0][7:0] pixel_i,
  input logic [2:0][2:0][15:0] k,  
  input logic                  data_valid,
  output logic [7:0]           pixel_o,
  output logic                 output_valid
);
  logic [7:0] conv_p;
  grayscale_conv pixel_conv (
    .clk_i   (clk_i),
    .rst_ni  (rst_ni),
    .data_valid(data_valid),
    .pixel_i (pixel_i),
    .k_i     (k),
    .pixel_o (conv_p),
    .output_valid(output_valid)
    );
  always_comb begin
    pixel_o = conv_p;
  end
endmodule  
module grayscale_conv #(
  parameter width = 16,
  parameter input_width = 8  
  )(
  input logic                  clk_i,
  input logic                  rst_ni,
  input logic [2:0][2:0][input_width-1:0]  pixel_i,  
  input logic [2:0][2:0][width-1:0] k_i,      
  input logic                  data_valid,
  output logic [7:0]           pixel_o,   
  output logic                 output_valid
);
  localparam PIXEL_WIDTH = 8;
  localparam MULTIPLICATION_WIDTH = 20;
  localparam ACCUMULATOR_WIDTH = 24;
  localparam DECIMAL_WIDTH = 4;
  logic [2:0][2:0][MULTIPLICATION_WIDTH-1:0] mul_q, mul_d;
  const logic [MULTIPLICATION_WIDTH-PIXEL_WIDTH-1:0] MUL_PREFIX = '0;  
  always_comb begin
    for (int x = 0; x < 3; x++) begin
      for (int y = 0; y < 3; y++) begin
        mul_d[x][y] = $signed(k_i[x][y]) * $signed({MUL_PREFIX, pixel_i[x][y]});
      end
    end
  end
  logic mul_data_valid;
  always_ff @(posedge clk_i or negedge rst_ni) begin
    if (~rst_ni) begin
      mul_q <= '0;
      mul_data_valid <= 1'b0;
    end else begin
      mul_q <= mul_d;
      mul_data_valid <= data_valid;   
    end
  end
  logic [ACCUMULATOR_WIDTH-1:0] acc_q, acc_d;
  always_comb begin
    acc_d  = (($signed(mul_q[0][0]) + $signed(mul_q[0][1]))  +
               ($signed(mul_q[0][2])  + $signed(mul_q[1][0]))) +
               (($signed(mul_q[1][1]) + $signed(mul_q[1][2]))  +
               ($signed(mul_q[2][0])  + $signed(mul_q[2][1]))) +
               $signed(mul_q[2][2]);
  end
  always_ff @(posedge clk_i or negedge rst_ni) begin
    if (~rst_ni) begin
      acc_q <= '0;
      output_valid <= 1'b0;
    end else begin
      acc_q <= acc_d;
      output_valid <= mul_data_valid;
    end
  end
  logic [ACCUMULATOR_WIDTH-DECIMAL_WIDTH-1:0] int_round_p;
  always_comb begin
    int_round_p = acc_q >> DECIMAL_WIDTH;
  end
  always_comb begin 
    pixel_o = ($signed(int_round_p) < 8'h00) ? 8'h00 : ((int_round_p > 8'hFF) ? 8'hFF : int_round_p);  
  end
endmodule : grayscale_conv
==> /design/flow/config.mk <==
export PLATFORM = sky130hd
export DESIGN_NAME = filter
export DESIGN_NICKNAME = filter
export VERILOG_FILES = /design/flow/design.v
export SDC_FILE = /design/flow/constraint.sdc
export NUM_CORES = 4
export LEC_CHECK = 1
export CORE_UTILIZATION = 50
==> /design/flow/run.sh <==
#!/bin/bash
# OpenROAD 26Q1-2900-gdf79404cd8, Yosys 0.63+post, stock flow scripts
make -C /OpenROAD-flow-scripts/flow DESIGN_CONFIG=/design/flow/config.mk WORK_HOME=/design/flow/orfs finish
==> git commit body <==
Add synthesis and place-and-route results

* Status: complete, no violations
* Total tool warning count: 25
- The timing report gives the worst reg2reg path a setup slack of 7390 ps.
- Most area-hungry cell type in the Yosys netlist: sky130_fd_sc_hd__fa_1
- The clock period could shrink to 7420 ps.
- 1st-pass router iterations: 16
- The chip occupies 0.0911 mm².
* CTS tree: yes
- ANT nets after route: 0
- Synth-to-Final Area Change: 9.55%
* Die width: 302 µm
* Kind of start point of the critical path: primary input
- Entering global routing, the biggest net connects 74 pins.
* Die Height: 302 µm
* First DRT Iteration DRCs: 1004
- Detailed Place HPWL: 83100 µm
- Number of rows created at floorplan: 109
* Number of standard cells after synthesis: 4941
- Per the post-CTS timing run, clock transition at the registers of the reported paths is 60 ps.
* CP Data Arrival Time: 7840 ps
- Period utilization: 0.541
- Dominant register cell: sky130_fd_sc_hd__dfrtp_1
- The synthesis stat section lists a flop and latch total of 202.
- The post-synth count of flops with an enable pin is 0.
* Total overflow reported by the global router: 0
- Setup repair after global routing left no endpoint under its margin.
- Counting the warning lines in the Yosys log gives 2.
* Routability congestion estimate from global placement: 0.900
- After synthesis, the chip area reported by Yosys is 0.0449 mm².
- CTS resizes: 0
- Floorplan core density: 0.507
* Post-synthesis instance area: 0.0449 mm²
- Largest fanout on the critical path: 16
- Area after detailed placement: 0.0484 mm²
- Antenna repair during routing inserted a diode count of 0.
- Endpoints failing setup: 0
- DRC Markers: 0
- The average instance in the mapped netlist occupies 9.10 µm².
- Clock buffer count from CTS: 23
- For the worst-skew pair, the clock arrives at the later sink with an insertion delay of 530 ps.
* Setup bufs post-CTS: 0
- The first global-routing pass estimated 168000 µm of wire.
- Max frequency: 135 MHz
* Number of top-level pins: 228
- Measured against its own limit, the worst slew margin works out to 0.512.
- STA reports the tightest min-delay check as being of type flip-flop to flip-flop.
* Non-Filler Cell Area, Final: 0.0492 mm²
- The number of clock sinks came to 202.
- GRT Total Usage: 0.244
* Post-route setup TNS: 0 ps
- Largest type area fraction: 0.363
- Final Slew Violations: 0
* Seq share, synth: 0.112
* Distinct lib cells: 73
- The run reported a max-capacitance violation count of 0.
- Hold buffers post-CTS: 0
- Fraction of layout instances using a drive strength above 1: 0.0138
* Yosys Instances: 4941
* CTS max path bufs: 3
- Clock skew on the completed layout was measured at 24.7 ps.
- Area of the core: 0.0886 mm²
- Wire length reported by the detailed router: 98100 µm
- H-tree depth reported by CTS: 1
- Async SR Flop Fraction: 1.00
* Drt wl/cell: 15.6 µm
- Hold-check failures listed in the final report amount to 0.
- CP Class: primary input to flip-flop
* Least-Margin Pin Slew: 729 ps
- Port bufs: 227
- Required time of the worst setup path: 14120 ps
- Kind of end point of the critical path: flip-flop
* Total vias in the final route: 31499
* Initial antenna violation count: 1
- Top area cells in the synthesized netlist: sky130_fd_sc_hd__fa_1, sky130_fd_sc_hd__ha_1, sky130_fd_sc_hd__dfrtp_1
- Buffer type at the clock tree root: sky130_fd_sc_hd__clkbuf_16
- Number of global-route vias before repair: 32986
* Vias per inst: 5.00
## through the flow
stage	utilization	hold WS (ps)	worst slack (ps)	std cells
3_5_place_dp	0.546	335	5740	6260
2_1_floorplan	-	331	6720	4941
5_1_grt	0.555	354	5820	6300
4_1_cts	0.555	345	6300	6300
3_3_place_gp	0.546	337	5830	6260
6_report	0.555	343	6280	6300
## cells in the mapped netlist (3+ instances only)
library cell and instances:
sky130_fd_sc_hd__fa_1 815, sky130_fd_sc_hd__xnor2_1 234, sky130_fd_sc_hd__a211o_1 6, sky130_fd_sc_hd__a31oi_1 19, sky130_fd_sc_hd__nand4_1 8, sky130_fd_sc_hd__o21ai_0 96, sky130_fd_sc_hd__o31ai_1 3, sky130_fd_sc_hd__ha_1 453
sky130_fd_sc_hd__a21o_1 43, sky130_fd_sc_hd__o2111ai_1 6, sky130_fd_sc_hd__xor2_1 58, sky130_fd_sc_hd__inv_1 1105, sky130_fd_sc_hd__nor3_1 71, sky130_fd_sc_hd__o211ai_1 9, sky130_fd_sc_hd__clkbuf_1 76, sky130_fd_sc_hd__nor4_1 6
sky130_fd_sc_hd__nand3b_1 3, sky130_fd_sc_hd__or4b_2 3, sky130_fd_sc_hd__o21ai_1 3, sky130_fd_sc_hd__nand2_1 520, sky130_fd_sc_hd__a211oi_1 31, sky130_fd_sc_hd__and2_1 664, sky130_fd_sc_hd__o41ai_1 4, sky130_fd_sc_hd__or3_1 16
sky130_fd_sc_hd__a21oi_1 116, sky130_fd_sc_hd__and3_1 20, sky130_fd_sc_hd__a311oi_1 3, sky130_fd_sc_hd__nor2_1 135, sky130_fd_sc_hd__mux2i_1 6, sky130_fd_sc_hd__dfrtp_1 202, sky130_fd_sc_hd__a221oi_1 5, sky130_fd_sc_hd__nor2b_1 34
sky130_fd_sc_hd__o311ai_0 7, sky130_fd_sc_hd__a2111oi_0 3, sky130_fd_sc_hd__o21a_1 18, sky130_fd_sc_hd__a21boi_0 11, sky130_fd_sc_hd__o21bai_1 24, sky130_fd_sc_hd__or2_2 13, sky130_fd_sc_hd__nand2b_1 10, sky130_fd_sc_hd__nand3_1 40
## cell usage in the layout (no fill, tap or decap), types with 16 or more instances in the layout
cell,count
sky130_fd_sc_hd__clkbuf_16,23
sky130_fd_sc_hd__clkdlybuf4s50_1,226
sky130_fd_sc_hd__xor2_1,58
sky130_fd_sc_hd__a211oi_1,31
sky130_fd_sc_hd__nor2b_1,34
sky130_fd_sc_hd__fa_1,815
sky130_fd_sc_hd__or3_1,16
sky130_fd_sc_hd__a21o_1,43
sky130_fd_sc_hd__nor3_1,71
sky130_fd_sc_hd__nor2_1,135
sky130_fd_sc_hd__ha_1,453
sky130_fd_sc_hd__o21bai_1,24
sky130_fd_sc_hd__dfrtp_1,202
sky130_fd_sc_hd__nand3_1,40
sky130_fd_sc_hd__a31oi_1,19
sky130_fd_sc_hd__o21a_1,18
sky130_fd_sc_hd__nand2_1,520
sky130_fd_sc_hd__xnor2_1,234
sky130_fd_sc_hd__a21oi_1,116
sky130_fd_sc_hd__and2_1,664
sky130_fd_sc_hd__inv_1,1105
sky130_fd_sc_hd__o21ai_0,96
sky130_fd_sc_hd__and3_1,20
## critical path, cell delays in order
cell and delay [ps]:
sky130_fd_sc_hd__clkdlybuf4s50_1 870, sky130_fd_sc_hd__nand2_1 180, sky130_fd_sc_hd__fa_1 570, sky130_fd_sc_hd__inv_1 50, sky130_fd_sc_hd__fa_1 440, sky130_fd_sc_hd__ha_1 280, sky130_fd_sc_hd__inv_1 40, sky130_fd_sc_hd__fa_1 470
sky130_fd_sc_hd__inv_1 40, sky130_fd_sc_hd__ha_1 300, sky130_fd_sc_hd__nor2b_1 140, sky130_fd_sc_hd__o21ai_0 210, sky130_fd_sc_hd__a21boi_0 150, sky130_fd_sc_hd__o21ai_0 280, sky130_fd_sc_hd__a211oi_1 150, sky130_fd_sc_hd__o21ai_0 210
sky130_fd_sc_hd__or4b_2 600, sky130_fd_sc_hd__o311ai_0 110
## cell type report
| class | count | area [µm²] |
|---|---|---|
| fill | 8095 | 39400 |
| inverter | 1105 | 4150 |
| tap | 1165 | 1460 |
| multi-input combinational | 3556 | 35400 |
| clock buffer | 28 | 624 |
| timing repair buffer | 232 | 2310 |
| clock inverter | 12 | 201 |
| sequential | 202 | 5050 |
## state kept, by name, indices dropped and copies added (netlist names)
| register | flops |
|---|---|
| pixel_conv.acc_q | 20 |
| pixel_conv.output_valid | 1 |
| pixel_conv.mul_q | 180 |
| pixel_conv.mul_data_valid | 1 |
## metal layers
layer / global-route usage / routed length [µm] / up-vias
li1: - / - / 15351
met1: 0.379 / 44600 / 15466
met5: 0 / 13 / -
met2: 0.383 / 46300 / 606
met3: 0.0589 / 5920 / 74
met4: 0.0267 / 1230 / 2
## cell families after synthesis
logic type / Yosys count / synth area share
simple gates: 1556 / 0.178
fa+ha+maj: 1268 / 0.489
buf+inv: 1183 / 0.0990
compound gates: 433 / 0.0627
xor+xnor: 292 / 0.0569
flops: 202 / 0.112
mux: 7 / 0.00159
## path summary, 6_finish.rpt
check,cells past startpoint,startpoint,endpoint
min in group asynchronous,1,rst_ni,pixel_conv.mul_q[66]$_DFF_PN0_
hold / removal,0,pixel_conv.mul_data_valid$_DFF_PN0_,pixel_conv.output_valid$_DFF_PN0_
setup reg to reg,24,pixel_conv.mul_q[60]$_DFF_PN0_,pixel_conv.acc_q[23]$_DFF_PN0_
hold reg to reg,0,pixel_conv.mul_data_valid$_DFF_PN0_,pixel_conv.output_valid$_DFF_PN0_
max in group asynchronous,3,rst_ni,pixel_conv.mul_data_valid$_DFF_PN0_
setup / recovery,18,pixel_i[8],pixel_conv.mul_q[34]$_DFF_PN0_
