<file path="design/flow/config.mk">
export PLATFORM = sky130hd
export DESIGN_NAME = write_module
export DESIGN_NICKNAME = write_module
export VERILOG_FILES = /design/flow/design.v
export SDC_FILE = /design/flow/constraint.sdc
export NUM_CORES = 4
export LEC_CHECK = 1
export CORE_UTILIZATION = 40
</file>
<file path="design/flow/constraint.sdc">
current_design write_module

set clk_period 3.9
set clk_io_pct 0.2

create_clock -name clk0 -period $clk_period [get_ports {clk}]

set non_clock_inputs [all_inputs -no_clocks]
set_input_delay [expr $clk_period * $clk_io_pct] -clock clk0 $non_clock_inputs
set_output_delay [expr $clk_period * $clk_io_pct] -clock clk0 [all_outputs]
</file>
<file path="design/flow/design.v">
module write_module    
    #(  parameter DATA_WIDTH = 32,                                                   
        parameter ADDR_WIDTH = 32,                                                   
        parameter OUTPUT_ADDR = 32'hB000_2000,                                       
        parameter PIXEL_SIZE = 8,                                                    
        parameter PIXEL_PER_WORD = 4                                                 
    )(     
        input logic clk,
        input logic reset,
        output logic [ADDR_WIDTH-1:0] bram_addr,                                     
        output logic [DATA_WIDTH-1:0] bram_data,                                     
        output logic [3:0] write_enable,
        input logic [PIXEL_SIZE-1:0] pixel,                                          
        input logic pixel_valid,                                                     
        input logic conv_done);                                                      
        logic [ADDR_WIDTH-1:0] next_bram_addr;   
        logic [PIXEL_PER_WORD-1:0][PIXEL_SIZE-1:0] next_bram_data;                              
        logic [1:0]  index, next_index;                                              
        typedef enum {idle, collecting, writing} state_types;
        state_types state, next_state;
        always_ff @(posedge clk, posedge reset)
            if (reset) begin
                state <= idle;
            end
            else begin
                state <= next_state;
            end
        always_ff @(posedge clk, posedge reset)
            if (reset) begin
                index <= 3;
            end else begin
                index <= next_index;
            end 
        always_ff @(posedge clk, posedge reset)
            if (reset) begin
                bram_addr <= OUTPUT_ADDR;
                bram_data <= 0;
            end else begin
                bram_addr <= next_bram_addr;
                bram_data <= next_bram_data;
            end
        always_comb begin
            write_enable = 4'b0000;
            next_bram_addr = bram_addr;
            next_bram_data = bram_data;
            next_state = state;
            next_index = index;
            unique case (state)
                idle: begin                                                              
                    next_bram_addr = OUTPUT_ADDR;                                        
                    next_bram_data = 0;
                    next_index = 3;
                    next_state = collecting;
                end
                collecting: begin                                                        
                    if (pixel_valid) begin                                               
                        next_index = index - 1;
                        next_bram_data[index] = pixel;
                    end
                    if (index == 0) begin                                                
                        next_state = writing;
                    end 
                end
                writing: begin                                                           
                    if (pixel_valid) begin                                               
                        next_index = index-1;
                        next_bram_data[index] = pixel;
                    end
                    next_bram_addr = bram_addr + 4; 
                    write_enable = 4'b1111;                                              
                    if (conv_done) begin                                                 
                        next_state = idle;
                    end else begin
                        next_state = collecting;
                    end
                end
            endcase
        end                    
endmodule
</file>
<file path="design/flow/run.sh">
#!/bin/bash
# OpenROAD 26Q1-2900-gdf79404cd8, Yosys 0.63+post, stock flow scripts
make -C /OpenROAD-flow-scripts/flow DESIGN_CONFIG=/design/flow/config.mk WORK_HOME=/design/flow/orfs finish
</file>
==> impl_metrics.ini <==
; implementation run metrics
[outcome]
status = complete, no violations

[clock_network]
post-cts-setup-buffers = 0
insertion_delay_ns = 0.34
postCtsResizedCells = 0
clock-sinks = 67
h-tree-depth = 3
cts_made_buffers = 9
ctsHoldBuffers = 0
root_buffer = clkbuf_8
cts_tree = built
clkTransAtPathRegs_ns = 0.07
cts_buffer_depth = 2

[critical_path]
setup.worst_path.class = primary input to flop
critPathLaunchType = primary input
slowest_delay_ns = 0.71
critPathSlowestCell = nor4b_2
critPathArrivalTime_ns = 2.77
path_cells = clkdlybuf4s50_1, nand2_1, nor4b_2, a22oi_1, nor2_1
crit_fanout = 10
cp_data_required_time_ns = 4.16
end_kind = flop

[yosys]
netlist_instances = 301
ys_area_mm2 = 0.003157
netlist_area_mm2 = 0.003157
yosysUniqueCellTypes = 48
ys_ff = 67
synth-warning-count = 1
synth_seq_share_pct = 53.39
avgSynthCellArea_um2 = 10.49
ys_cells = 301

[place]
dpl.hpwl_um = 5367
gp_congestion = 0.8588
place_area_mm2 = 0.003979
port_buffers = 77

[final_layout]
stdcell_area_mm2 = 0.004182
nFillCells = 666
area_delta_synth_final_pct = 32.46
layout-drive-gt1-share_pct = 8.995

[global_routing]
antenna_found_initial = 0
grt_pass1_vias = 2451
grt_pass1_wl_um = 12960
grt.overflow.total = 0
grt_usage_pct = 20.20
grt_max_degree = 39

[sta]
holdWs_ns = 0.5060
rsz0062_at_grt = false
drv_slew = 0
tightest_slew_ns = 0.8806
fin_skew_ns = 0.008972
finalSetupViolCount = 0
finalCritPeriodShare_pct = 64.27
finalHoldViolCount = 0
min_period_ns = 2.506
fmaxAchievable_ghz = 0.3990
tns_ns = 0
relSlewSlack_pct = 40.75

[floorplanning]
coreArea_mm2 = 0.007687
die_w_um = 90.84
rows = 32
die_y_um = 90.84
dieArea_mm2 = 0.008251
initial_utilization_pct = 41.06
io_pins = 80

[power]
vdd_drop_max_v = 0.0002978
p_per_area_mw_per_mm2 = 456.4
p_leak_uw = 0.001711

[flow_run]
maxCapViolCount = 0
tool_warnings = 29

[route]
vias = 2652
wl_per_cell_um = 16.24
viasPerCell = 5.525
postRouteAntennaNets = 0
wl_um = 7793
first_iter_violations = 149
drc_errors = 0
antennaDiodeCount = 0
first_pass_iters = 5

[worst_hold_path]
hold_class = flop to flop
-- area by class of cell --
cell class              count  area, um^2  share of cell area (%)
clock buffers              10       137.6                   3.291
clock inverters             6       65.06                   1.556
inverters                   6       22.52                  0.5386
multi-input cells         209        1350                   32.29
flip-flops and latches     67        1685                   40.31
well taps                 102       127.6                   3.052
repair buffers             80       793.3                   18.97
-- path summary, 6_finish.rpt --
kind | slack (ns) | cells after the start | startpoint | to
worst min-delay path | 0.51 | 2 | bram_addr[31]$_DFFE_PP1N_ | bram_addr[31]$_DFFE_PP1N_
min in group asynchronous | 0.83 | 3 | reset | bram_data[8]$_DFFE_PP0P_
worst min register to register | 0.51 | 2 | bram_addr[31]$_DFFE_PP1N_ | bram_addr[31]$_DFFE_PP1N_
worst max-delay path | 1.39 | 5 | pixel_valid | bram_data[4]$_DFFE_PP0P_
worst max register to register | 1.57 | 5 | index[0]$_DFFE_PP1P_ | bram_data[9]$_DFFE_PP0P_
max in group asynchronous | 2.22 | 4 | reset | bram_addr[31]$_DFFE_PP1N_
-- stage by stage --
step | util, % | setup WS (ns) | cells | total power [uW]
2_1_floorplan | - | 1.448 | 302 | 1115
3_3_place_gp | 51.76 | 1.216 | 464 | 1339
3_5_place_dp | 51.76 | 1.104 | 464 | 1343
4_1_cts | 54.39 | 1.420 | 480 | 1928
5_1_grt | 54.39 | 1.220 | 480 | 2019
6_report | 54.39 | 1.394 | 480 | 1908
-- worst max-delay path, delay by kind of cell --
kind                   cells  cell delay, ns
and+or+nand+nor            3            1.15
buffers and inverters      1            0.68
AOI/OAI and AO/OA          1            0.16
-- Yosys cell counts, drive strengths merged --
cell,n,area [um^2]
nand3,12,65.06
conb,1,3.750
or4,9,67.56
o211ai,1,7.510
a21oi,14,70.07
nand3b,1,7.510
nor4,5,37.53
a21o,1,7.510
dfrtp,60,1501
nand4,9,56.30
a41o,2,20.02
nand4b,1,8.760
o311ai,1,8.760
a22o,24,210.2
o21ai,11,55.05
a31oi,4,25.02
o41ai,1,8.760
nor3b,1,7.510
mux2i,3,30.03
xor2,2,17.52
a32oi,1,8.760
clkbuf,6,22.52
and3,4,26.28
ha,6,75.07
nand2,25,93.84
nand2b,3,18.77
nor4b,1,15.01
and2,5,31.28
a22oi,8,60.06
and4b,1,10.01
or2,1,6.260
o31ai,10,75.07
xnor2,5,43.79
or3,4,26.28
nor3,4,20.02
and4,3,26.28
nor2b,1,6.260
nor2,23,86.33
dfstp,7,183.9
buf,14,82.58
inv,6,22.52
-- logic make-up after synthesis --
kind of cell,after synthesis,synth area share [%]
muxes,3,0.9513
xor gates and xnor gates,7,1.942
adders and majority gates,6,2.378
other,1,0.1188
buffers and inverters,26,4.043
AOI/OAI and AO/OA,78,17.64
DFF,67,53.39
and+or+nand+nor,113,19.54
-- metal layers --
layer / GRT usage, % / wire, um
met1: 36.70 / 4080
met2: 26.96 / 3286
met4: 3.968 / 80
met5: 0 / 0
met3: 2.399 / 346
-- registers in the layout, summed over array words and instances, names as in the netlist --
| name | count |
|---|---|
| bram_addr | 30 |
| bram_data | 32 |
| index | 2 |
| state | 3 |
-- power by group --
part | switching, uW | internal [uW] | leakage [uW]
logic | 257 | 216 | 0.000704
registers | 81.6 | 773 | 0.000906
clock network | 269 | 312 | 0.000102
total | 607 | 1300 | 0.00171
-- cell usage in the layout, fill, tap and decap left out, types with 2 or more instances in the layout --
cell	n
ha_1	6
nand3_1	11
and3_1	3
a22oi_1	8
a41o_1	2
o21ai_0	11
xnor2_1	5
nor2_1	22
clkinv_2	2
nand2_1	25
dfrtp_1	60
conb_1	2
clkinv_4	2
nor3_1	4
nor4_1	4
xor2_1	2
and4_1	3
or3_1	3
and2_1	4
a21oi_1	14
or4_1	9
o31ai_1	10
clkdlybuf4s50_1	77
inv_1	5
nand2b_1	3
dfstp_2	7
a22o_1	24
mux2i_1	3
clkbuf_8	10
a31oi_1	4
buf_4	3
nand4_1	9
Power is estimated from default activity; no workload was simulated.
