**flow/run.sh**
```bash
#!/bin/bash
# OpenROAD 26Q1-2900-gdf79404cd8, Yosys 0.63+post, stock flow scripts
make -C /OpenROAD-flow-scripts/flow DESIGN_CONFIG=/design/flow/config.mk WORK_HOME=/design/flow/orfs finish
```
**flow/config.mk**
```make
export PLATFORM = sky130hd
export DESIGN_NAME = write_blur
export DESIGN_NICKNAME = write_blur
export VERILOG_FILES = /design/flow/design.v
export SDC_FILE = /design/flow/constraint.sdc
export NUM_CORES = 4
export LEC_CHECK = 1
export CORE_UTILIZATION = 50
```
**flow/constraint.sdc**
```tcl
current_design write_blur

set clk_period 4.0
set clk_io_pct 0.2

create_clock -name clk0 -period $clk_period [get_ports {clk}]

set non_clock_inputs [all_inputs -no_clocks]
set_input_delay [expr $clk_period * $clk_io_pct] -clock clk0 $non_clock_inputs
set_output_delay [expr $clk_period * $clk_io_pct] -clock clk0 [all_outputs]
```
**flow/design.v**
```verilog
module write_blur       
    #(  parameter DATA_WIDTH = 8,                                    
        parameter ADDR_WIDTH = 11,                                   
        parameter OUTPUT_ADDR = 11'd29,                              
        parameter PIXEL_SIZE = 8,                                    
        parameter PIXEL_PER_WORD = 1,                                
        parameter PIXEL_PER_ROW = 26,                                
        parameter ROWS_PER_IMAGE = 26                                
    )(     
        input logic clk,
        input logic reset,
        output logic [ADDR_WIDTH-1:0] bram_addr,                     
        output logic [DATA_WIDTH-1:0] bram_data,                     
        output logic [PIXEL_PER_WORD-1:0] w_enable,
        input logic [PIXEL_SIZE-1:0] pixel,                          
        input logic pixel_valid,                                     
        output logic image_done);                                    
        logic [ADDR_WIDTH-1:0] next_bram_addr;                       
        logic [PIXEL_SIZE-1:0] next_bram_data;                       
        logic [PIXEL_PER_WORD-1:0] next_w_enable;                    
        logic image, next_image;                                     
        logic [5:0] pixel_count,next_pixel_count;                    
        logic [5:0] row_count,next_row_count;                        
        typedef enum {idle, writing} state_types;
        state_types state, next_state;
        always_ff @(posedge clk, posedge reset)
            if (reset) begin
                state <= idle;
            end
            else begin
                state <= next_state;
            end
        always_ff @(posedge clk, posedge reset)
            if (reset) begin
                image<=0;
                pixel_count<= 0;
                row_count <= 0;
            end
            else begin
                image <= next_image;
                pixel_count<= next_pixel_count;
                row_count <= next_row_count;
            end
        always_ff @(posedge clk, posedge reset)
            if (reset) begin
                bram_addr <= OUTPUT_ADDR-1;
                bram_data <= 0;
                w_enable <= 1'b0;
            end else begin
                bram_addr <= next_bram_addr;
                bram_data <= next_bram_data;
                w_enable <= next_w_enable;
            end
        always_comb begin
            next_w_enable = 1'b0;
            next_bram_addr = bram_addr;
            next_bram_data = bram_data;
            next_state = state;
            next_image = image;
            next_pixel_count = pixel_count;
            next_row_count = row_count;
            image_done = 0;
            unique case (state)
                idle: begin                                          
                    next_bram_addr = OUTPUT_ADDR-1;                  
                    next_bram_data = 0;
                    next_state = writing;                            
                end
                writing: begin                                       
                    if (pixel_valid) begin                           
                        next_bram_data = pixel;
                        next_bram_addr=bram_addr + 1;
                        next_w_enable = 1'b1;                                           
                        next_pixel_count = pixel_count + 1;
                        if (pixel_count == PIXEL_PER_ROW-1) begin    
                            next_pixel_count = 0;                    
                            next_row_count = row_count + 1;          
                            next_bram_addr = bram_addr + 3;          
                            if (row_count == ROWS_PER_IMAGE-1) begin 
                                next_row_count = 0;                  
                                next_image = ~image;                 
                                next_bram_addr = bram_addr + 59;     
                                image_done =1;                       
                                if (image == 1) begin
                                    next_bram_addr = OUTPUT_ADDR-1;  
                                end
                            end
                        end     
                    end
                end
                default: begin
                    next_w_enable = 1'b0;
                    next_bram_addr = bram_addr;
                    next_bram_data = bram_data;
                    next_state = state;
                    next_image = image;
                    next_pixel_count = pixel_count;
                    next_row_count = row_count;
                    image_done = 0;
                end
            endcase
        end                    
endmodule
```
==> out/metrics.cfg <==
[status]
status = finished, final reports clean

[timing]
worst_slew_pin_slew_ps = 870
finalMaxSlewViolations = 0
fin_worst_skew_ps = 6.74
fmax_mhz = 318
period_minus_slack_ps = 3150
tns_ps = 0
final-setup-viol-count = 0
finalCritPeriodShare_pct = 78.7
hold_violations = 0
worst_slack_ps = 850
rsz0062_at_grt = no
max-slew-margin-rel_pct = 41.8

[power]
power_density_nw_per_um2 = 472
power_leakage_nw = 1.09
peakVddDrop_uv = 251

[logic_synthesis]
ys_ff = 35
syn-mean-instance-area_um2 = 8.92
yosys_cells = 246
syn_inst = 246
ys.flop_type = dfrtp_1
synth_cell_type_count = 54
yosys_warnings = 1
yosys-stat-area_um2 = 2190
async_reset_ff_share_pct = 100
synth.yosys.seq_area_share_pct = 40.1
synth-edff-count = 0
syn_area_um2 = 2190

[final_layout]
final_core_util_pct = 63.1
mostFrequentLayoutCells = dfrtp_1 (31), clkdlybuf4s50_1 (31), o21ai_0 (24)
drive_gt1_share_pct = 8.79
finalInstanceArea_um2 = 2600
syn2layout_area_growth_pct = 18.4

[global_routing]
first_global_vias = 1738
grt_usage_pct = 25.8
antenna_found_initial = 0
grt_max_degree = 36
grt_pass1_wl_um = 8690
grt_overflow = 0

[placement]
place.gp.congestion = 0.934
placed_cell_area_um2 = 2510
hpwl_um = 3490
pre_cts_ws_ps = 840
port_buffers = 31

[drt]
drtIter0Drc = 207
detail-route-antenna-nets = 0
post-route-drc-count = 0
wl_um = 5250
firstDrtPassIters = 4
detail_route.wl_per_cell_um = 16.2
vias = 2008
diodes = 0
vias_per_cell = 6.22

[clock_tree]
h-tree-depth = 2
clkTransAtPathRegs_ps = 70
clkLatencyLatePin_ps = 290
cts_setup_buffers = 0
numClockSinks = 35
cts_resized = 0
ctsRootBufferMaster = clkbuf_8
cts_buffers = 5
cts_tree = done
clockBufferDepth = 2
hold_buffers = 0

[run]
warnings = 30
maxCapViolCount = 0

[worst_setup_path]
cpMaxStageDelayCell = clkdlybuf4s50_1
cp_max_fo = 7
worstSetupPathType = input pin to output pin
worstPathRequired_ps = 3200
worstSetupEndpointType = output pin
path_cells = clkdlybuf4s50_1 -> nand2_1 -> inv_1 -> nand3_1 -> nor2_1 -> clkdlybuf4s50_1
worstPathArrival_ps = 2350
crit_buf_inv = 3
cp_top_family = buffers and inverters
slowest_delay_ps = 490
critPathLaunchType = input pin
crit_path_frequent_cell = clkdlybuf4s50_1

[floorplanning]
die_width_um = 68.3
die_h_um = 68.3
io_pins = 32
core-area_um2 = 4120
dieArea_um2 = 4660
fp_util_pct = 53.3
rows = 23

[worst_hold_path]
hold_class = flip-flop to flip-flop

==> state kept, by name (all words and copies together), names as in the netlist <==
| signal | flops |
|---|---|
| row_count | 6 |
| bram_data | 8 |
| pixel_count | 6 |
| image | 1 |
| state | 2 |
| bram_addr | 11 |
| w_enable | 1 |
==> stage by stage <==
stage                     power, mW  instances  hold WS, ps
final                          1.23        323          466
after global routing           1.33        323          491
after CTS                      1.23        323          475
after detailed placement      0.973        315          458
after global placement        0.976        315          458
after floorplan               0.820        246          434
==> cells in the mapped netlist (3+ instances only) <==
master | number | share of area [%]
dfrtp_1 | 31 | 35
o21ai_0 | 24 | 5.5
nand2_1 | 19 | 3.2
a31oi_1 | 15 | 4.3
inv_1 | 13 | 2.2
nor2_1 | 12 | 2.1
a21oi_1 | 11 | 2.5
nand3_1 | 10 | 2.3
a22o_1 | 9 | 3.6
nor3_1 | 8 | 1.8
clkbuf_1 | 7 | 1.2
buf_4 | 6 | 2.1
ha_1 | 6 | 3.4
nand4_1 | 5 | 1.4
o31ai_1 | 5 | 1.7
dfstp_2 | 4 | 4.8
xor2_1 | 4 | 1.6
a221oi_1 | 3 | 1.2
nand2b_1 | 3 | 0.86
o21a_1 | 3 | 1.0
o22ai_1 | 3 | 0.86
==> worst paths after layout <==
| check | from | to | slack [ps] | depth (start not counted) |
|---|---|---|---|---|
| setup / recovery | pixel_valid | image_done | 850 | 6 |
| hold / removal | pixel_count[5]$_DFFE_PP0P_ | pixel_count[5]$_DFFE_PP0P_ | 470 | 1 |
| setup reg to reg | row_count[1]$_DFFE_PP0P_ | bram_addr[6]$_DFFE_PP0P_ | 1810 | 7 |
| hold reg to reg | pixel_count[5]$_DFFE_PP0P_ | pixel_count[5]$_DFFE_PP0P_ | 470 | 1 |
| max in group asynchronous | reset | bram_addr[3]$_DFFE_PP1P_ | 2760 | 3 |
| min in group asynchronous | reset | bram_addr[10]$_DFFE_PP0P_ | 900 | 3 |
==> layer usage <==
layer | global-route usage [%] | wire [um]
met1 | 42.6 | 2650
met2 | 37.9 | 2220
met3 | 4.39 | 324
met4 | 2.08 | 51
met5 | 0 | 0
==> area by class of cell <==
| type | count | area [um2] |
|---|---|---|
| Fill cell | 344 | 1520 |
| Multi-Input combinational cell | 181 | 1170 |
| Sequential cell | 35 | 881 |
| Timing Repair Buffer | 36 | 348 |
| Clock buffer | 6 | 72.6 |
| Tap cell | 50 | 62.6 |
| Inverter | 13 | 48.8 |
| Clock inverter | 2 | 12.5 |
==> cell families after synthesis <==
kind of cell,after synthesis,share of synthesized area (%)
xor+xnor,6,2.39
simple gates,73,17.8
buf+inv,30,6.39
fa+ha+maj,6,3.42
compound gates,93,28.7
other cells,1,0.171
mux,2,0.912
flops,35,40.1
==> report_power, final <==
part	internal, mW	total [mW]	switching [mW]
Combinational	0.213	0.404	0.191
Sequential	0.437	0.572	0.135
Clock	0.122	0.250	0.128
Power and IR drop assume default switching activity.
