--- flow/config.mk ---
export PLATFORM = sky130hd
export DESIGN_NAME = read_module
export DESIGN_NICKNAME = read_module
export VERILOG_FILES = /design/flow/design.v
export SDC_FILE = /design/flow/constraint.sdc
export NUM_CORES = 4
export LEC_CHECK = 1
export CORE_UTILIZATION = 50
--- flow/constraint.sdc ---
current_design read_module

set clk_period 8.6
set clk_io_pct 0.2

create_clock -name clk0 -period $clk_period [get_ports {clk}]

set non_clock_inputs [all_inputs -no_clocks]
set_input_delay [expr $clk_period * $clk_io_pct] -clock clk0 $non_clock_inputs
set_output_delay [expr $clk_period * $clk_io_pct] -clock clk0 [all_outputs]
--- flow/design.v ---
module read_module
    #(  parameter DATA_WIDTH = 32,                                                   
        parameter ADDR_WIDTH = 32,                                                   
        parameter KERNEL_ADDR = 32'hB000_0000,                                       
        parameter IMAGE_ADDR = 32'hB000_0024,                                        
        parameter PIXEL_SIZE = 8,                                                    
        parameter KERNEL_SIZE = 9,                                                   
        parameter KERNEL_WIDTH = 12,
        parameter IMAGE_SIZE = 784,   
        parameter TOT_NUM_IMAGES = 4                                                 
    )(
        input logic clk,
        input logic reset,
        output logic [ADDR_WIDTH-1:0] bram_addr,                                     
        input logic [DATA_WIDTH-1:0] bram_data,                                      
        input logic read_kernel,                                                     
        output logic [KERNEL_SIZE-1:0][KERNEL_WIDTH-1:0] kernel,                     
        input logic read_image,                                                      
        output logic [PIXEL_SIZE-1:0] pixel,                                         
        output logic pixel_valid,                                                    
        input logic interrupt);                                                      
        logic [ADDR_WIDTH-1:0] next_bram_addr;                                      
        logic [KERNEL_SIZE-1:0][DATA_WIDTH-1:0] next_kernel;
        logic prev_read_kernel, prev_read_image;                     
        logic [7:0]  kernel_count, next_kernel_count;
        logic [7:0]  image_count, next_image_count;
        logic [9:0]  pixel_count, next_pixel_count;
        logic [1:0]  index_count, next_index_count;
        typedef enum {idle, start_reading_kernel1, start_reading_kernel2, reading_kernel, start_reading_image1, start_reading_image2, reading_image, interruption} state_types;
        state_types state, next_state;                                              
        always_ff @(posedge clk, posedge reset)
            if (reset) begin
                state <= idle;
            end
            else if (interrupt) begin                                                
                state <= interruption;
            end
            else begin
                state <= next_state;
            end
        always_ff @(posedge clk, posedge reset)
            if (reset) begin                                                         
                kernel_count <= 0;
                pixel_count <= 0;
                image_count <= 0;
                index_count <= 0;
            end
            else if (interrupt) begin                                                
                kernel_count <= kernel_count;
                pixel_count <= pixel_count;
                image_count <= image_count;
                index_count <= next_index_count;
            end else begin
                kernel_count <= next_kernel_count;
                pixel_count <= next_pixel_count;
                image_count <= next_image_count;
                index_count <= next_index_count;
            end
               always_ff @(posedge clk, posedge reset)
            if (reset) begin
                prev_read_kernel <= 0;
                prev_read_image <= 0;  
            end
            else begin
                prev_read_kernel <= read_kernel;
                prev_read_image <= read_image; 
            end 
        always_ff @(posedge clk, posedge reset)
            if (reset) begin
                bram_addr <= 0;                                           
                kernel <= 0;
            end
            else if (interrupt) begin                                                
                bram_addr <= bram_addr;                                           
                kernel <= kernel; 
            end else begin
                bram_addr <= next_bram_addr;                                           
                kernel <= next_kernel;
            end
       always_comb begin
            next_bram_addr = bram_addr;
            next_kernel = kernel;
            next_kernel_count = kernel_count;
            next_pixel_count = pixel_count;
            next_image_count = image_count;
            next_index_count = index_count;
            next_state = state;
            unique case (state)
                idle: begin                                                          
                    pixel = 1'b0;                                                    
                    pixel_valid = 1'b0;
                    next_kernel_count = 0;                                           
                    next_pixel_count  = 0;
                    next_image_count  = 0;   
                    if ((read_kernel == 1) && (prev_read_kernel == 0)) begin         
                        next_state = start_reading_kernel1;
                    end else if ((read_image == 1) && (prev_read_image == 0)) begin  
                        next_state = start_reading_image1;
                    end
                end
                start_reading_kernel1: begin                                          
                    pixel = 1'b0;                                                    
                    pixel_valid = 1'b0;
                    next_bram_addr = KERNEL_ADDR;   	                             
                    next_kernel_count = 0;                                           
                    next_pixel_count  = 0;
                    next_image_count  = 0;  
                    next_index_count  = 0;  
                    next_state = start_reading_kernel2;
                end
                start_reading_kernel2: begin                                          
                    pixel = 1'b0;                                                    
                    pixel_valid = 1'b0;
                    next_bram_addr = KERNEL_ADDR + 4;                                    
                    next_kernel_count = 0;                                           
                    next_pixel_count  = 0;
                    next_image_count  = 0;  
                    next_index_count  = 0;  
                    next_state = reading_kernel;
                end
                reading_kernel: begin                                                
                    pixel = 1'b0;                                                    
                    pixel_valid = 1'b0;
                    next_bram_addr = bram_addr + 4;                                  
                    next_kernel[kernel_count] = bram_data[31:20];                    
                    next_kernel[kernel_count+1] = bram_data[15:4];
                    next_kernel_count = kernel_count + 2;                            
                    next_pixel_count  = 0;                                           
                    next_image_count  = 0;    
                    next_index_count  = 0;
                    if (kernel_count == (KERNEL_SIZE - 1)) begin
                        next_state = idle;                                           
                    end else begin
                        next_state = reading_kernel;
                    end
                end
                start_reading_image1: begin                                           
                    pixel = 1'b0;                                                    
                    pixel_valid = 1'b0;
                    next_bram_addr = IMAGE_ADDR;                                     
                    next_kernel_count = 0;                                           
                    next_pixel_count  = 0;
                    next_image_count  = 0;    
                    next_state = start_reading_image2;                               
                end
                start_reading_image2: begin                                           
                    pixel = 1'b0;                                                    
                    pixel_valid = 1'b0;
                    next_bram_addr = IMAGE_ADDR;                                     
                    next_kernel_count = 0;                                           
                    next_pixel_count  = 0;
                    next_image_count  = 0;    
                    next_state = reading_image;                                      
                end
                reading_image: begin                                                 
                    case (index_count) 
                        0: begin pixel = bram_data[31:24];  end
                        1: begin pixel = bram_data[23:16];  end
                        2: begin pixel = bram_data[15:8];  end
                        3: begin pixel = bram_data[7:0];  end
                    endcase
                    pixel_valid = 1'b1;                                              
                    if (index_count == 2) begin
                        next_bram_addr = bram_addr + 4;                              
                    end
                    next_kernel_count = 0;                                           
                    next_index_count = index_count + 1;
                    if (pixel_count == (IMAGE_SIZE -1)) begin                        
                        next_image_count = image_count + 1;                         
                        next_pixel_count = 0;                            
                    end else begin
                        next_pixel_count  = pixel_count + 1;
                    end
                    if (image_count == (TOT_NUM_IMAGES)) begin                       
                        next_state = idle;                                          
                    end else begin
                        next_state = reading_image;
                    end
                end
                interruption: begin                                                  
                    pixel = 0;                                                       
                    pixel_valid = 1'b0;                                              
                    if (!interrupt) begin                                            
                        next_state = reading_image;
                        if (index_count == 3) begin                                  
                            next_bram_addr = bram_addr + 4;
                            next_index_count = index_count;
                        end
                    end else begin
                        next_state = interruption;
                    end
                end
            endcase
        end
endmodule
--- flow/run.sh ---
#!/bin/bash
# OpenROAD 26Q1-2900-gdf79404cd8, Yosys 0.63+post, stock flow scripts
make -C /OpenROAD-flow-scripts/flow DESIGN_CONFIG=/design/flow/config.mk WORK_HOME=/design/flow/orfs finish
==> impl_metrics.json <==
{
  "status": "finished clean",
  "detail_route.wirelength_um": 18300,
  "ys.warnings.count": 1,
  "post_drt_wl_per_cell_um": 17.0,
  "floorplan.die.width_um": 125,
  "finalClockSkew_ns": 0.00657,
  "ctsRootBufferMaster": "sky130_fd_sc_hd__clkbuf_16",
  "layout.cell_area.non_filler_sq_um": 10200,
  "cts_max_path_buffers": 2,
  "syn_avg_cell_area_sq_um": 10.8,
  "postSynthRegisterBits": 175,
  "post_layout_nonfiller_instances": 1076,
  "dp.cells": 1044,
  "drc": 0,
  "synth.top_cells.by_area": "sky130_fd_sc_hd__dfrtp_1, sky130_fd_sc_hd__nor2b_1, sky130_fd_sc_hd__o21ai_0",
  "insertion_delay_ns": 0.42,
  "detail_route.antenna_diodes": 0,
  "relSlewSlack_pct": 39.6,
  "final-max-slew-violation-count": 0,
  "post-synth-top-area-fraction_pct": 57.1,
  "design.portCount": 186,
  "finalPower_mw": 2.17,
  "vias": 5765,
  "grt-ovfl-total": 0,
  "htree_num_levels": 4,
  "critPathArrivalTime_ns": 3.44,
  "yosys.area_share.adder_pct": 2.13,
  "critical_path_required_ns": 6.88,
  "first_pass_grt_wire_length_um": 30200,
  "most_common_cell": "sky130_fd_sc_hd__dfrtp_1",
  "ctsHoldBuffers": 0,
  "asr_flop_ratio_synth_pct": 100,
  "fp_util_pct": 51.9,
  "total_area_of_multi_input_combinational_cells_sq_um": 3040,
  "muxShareOfSynthArea_pct": 4.33,
  "layout.core_utilization_pct": 69.2,
  "tritoncts_clock_tree": "done",
  "finalHoldViolations": 0,
  "maximum_operating_frequency_mhz": 194,
  "yosys-stat-area_sq_um": 7620,
  "postSynth.topFlopCell": "sky130_fd_sc_hd__dfrtp_1",
  "grt_setup_unrepaired": "false",
  "grt_util_all_layers_pct": 25.5,
  "synth-cells-yosys": 705,
  "cts_resized": 0,
  "numCtsBuffers": 17,
  "timing.hold.worst.class": "flop to flop",
  "fillers": 1067,
  "routed_via_density": 5.36,
  "drive_gt1_share_pct": 8.07,
  "final-seq-area_sq_um": 4380,
  "globalplace.congestion": 0.878,
  "static-leakage-power_nw": 4.54,
  "number_of_global_route_vias_before_repair": 5577,
  "cts.sink_count": 175,
  "die_height_um": 125,
  "warnings": 32,
  "area_delta_synth_final_pct": 33.3,
  "post-cts-setup-buffers": 0,
  "chip_footprint_sq_um": 15700,
  "setup.worst_path.start_class": "primary input",
  "synth-xor-area-share_pct": 3.91,
  "irDropWorstVdd_mv": 0.149,
  "setup_viol": 0,
  "logic_family_by_area": "simple AND/OR/NAND/NOR gates",
  "timing.setup.tns_ns": 0,
  "cts.clk_slew.worst_paths_ns": 0.06,
  "min_period_ns": 5.16,
  "core_sq_um": 14700,
  "power_density_nw_per_um2": 213,
  "synthTopCellsByCount": "sky130_fd_sc_hd__dfrtp_1, sky130_fd_sc_hd__nor2_1, sky130_fd_sc_hd__nand2_1",
  "critPathKind": "primary input to output port",
  "grt_start_max_net_pins": 71,
  "worst_pin_slew_ns": 0.903,
  "detailedRoute.firstIterationViolations": 374,
  "worstSetupEndpointType": "output port",
  "placement_rows": 44,
  "hpwl_um": 12800,
  "initial_antenna_violation_count": 0,
  "placement.cell_area_sq_um": 9580,
  "syn_inst": 705,
  "max_cap_viol_count": 0,
  "synth-edff-count": 0,
  "mappedNetlistArea_sq_um": 7620,
  "pnr_worst_setup_slack_ns": 3.44,
  "final.period_utilization_pct": 60.0,
  "netlist_cell_types": 49,
  "synthDominantAreaCellType": "sky130_fd_sc_hd__dfrtp_1",
  "ys_seq_share_pct": 57.4,
  "first_pass_iters": 27,
  "yosys.area_share.simple_pct": 22.7,
  "place_ws_ns": 3.37,
  "ys_sh_aoi_pct": 6.50,
  "placement.io_buffers": 183,
  "cp_max_fo": 1,
  "worst_hold_slack_ns": 0.482,
  "drtAntennaViolNets": 0
}
metal layers:
metal	vias to the layer above	global-route usage [%]	share of wire, %
met3	6	5.63	7.3
met1	2804	42.4	46
met2	190	38.4	46
li1	2765	-	-
met4	0	1.58	0.54
met5	-	0	0
report_power, final:
part	switching, mW	internal, mW	leakage, nW	total [mW]
logic	0.166	0.258	1.89	0.424
registers	0.0721	0.919	2.37	0.991
clock network	0.329	0.422	0.277	0.751
total	0.567	1.60	4.54	2.17
worst paths after layout:
check | start | endpoint | slack (ns) | depth (start not counted)
max in group asynchronous | reset | kernel[64]$_DFFE_PP0P_ | 5.03 | 4
min in group asynchronous | reset | kernel[29]$_DFFE_PP0P_ | 1.79 | 2
worst max-delay path | bram_data[3] | pixel[3] | 3.44 | 6
worst max register to register | kernel_count[3]$_DFFE_PP0P_ | kernel[10]$_DFFE_PP0P_ | 5.30 | 9
worst min-delay path | kernel[41]$_DFFE_PP0P_ | kernel[41]$_DFFE_PP0P_ | 0.48 | 2
worst min register to register | kernel[41]$_DFFE_PP0P_ | kernel[41]$_DFFE_PP0P_ | 0.48 | 2
cells in the final DEF, fill, tap and decap left out, types with 5 or more instances in the layout:
cell / Yosys / layout
sky130_fd_sc_hd__a21oi_1: 14 / 14
sky130_fd_sc_hd__a222oi_1: 8 / 8
sky130_fd_sc_hd__and2_1: 29 / 29
sky130_fd_sc_hd__and3_1: 7 / 7
sky130_fd_sc_hd__and4_1: 6 / 6
sky130_fd_sc_hd__buf_4: 3 / 6
sky130_fd_sc_hd__clkbuf_16: 0 / 17
sky130_fd_sc_hd__clkdlybuf4s50_1: 0 / 183
sky130_fd_sc_hd__dfrtp_1: 174 / 174
sky130_fd_sc_hd__ha_1: 13 / 13
sky130_fd_sc_hd__inv_1: 14 / 13
sky130_fd_sc_hd__mux2_2: 16 / 16
sky130_fd_sc_hd__mux2_4: 10 / 10
sky130_fd_sc_hd__nand2_1: 58 / 58
sky130_fd_sc_hd__nand2b_1: 16 / 16
sky130_fd_sc_hd__nand3_1: 29 / 29
sky130_fd_sc_hd__nand4_1: 16 / 16
sky130_fd_sc_hd__nor2_1: 63 / 63
sky130_fd_sc_hd__nor2b_1: 47 / 47
sky130_fd_sc_hd__nor3_1: 17 / 17
sky130_fd_sc_hd__nor4_1: 12 / 12
sky130_fd_sc_hd__o21ai_0: 51 / 51
sky130_fd_sc_hd__or3_1: 5 / 5
sky130_fd_sc_hd__xnor2_1: 19 / 19
sky130_fd_sc_hd__xor2_1: 15 / 15
kinds of logic (layout without fill, tap and decap cells):
| logic type | after synthesis | count (layout) |
|---|---|---|
| AND-OR/OR-AND | 84 | 84 |
| XOR/XNOR | 34 | 34 |
| adder cells (fa/ha/maj) | 13 | 13 |
| buffers and inverters | 50 | 235 |
| flip-flops | 175 | 175 |
| multiplexers | 26 | 26 |
| other | 2 | 4 |
| AND/OR/NAND/NOR | 321 | 321 |
worst max-delay path, stage by stage:
cell and delay (ns):
sky130_fd_sc_hd__clkdlybuf4s50_1 0.40, sky130_fd_sc_hd__a222oi_1 0.56, sky130_fd_sc_hd__nor2_1 0.10, sky130_fd_sc_hd__a21oi_1 0.14, sky130_fd_sc_hd__nor2_1 0.05, sky130_fd_sc_hd__clkdlybuf4s50_1 0.47
registers in the layout (all words and copies together), names as in the netlist:
signal,cells
bram_addr,30
image_count,8
index_count,2
kernel,108
kernel_count,7
pixel_count,10
prev_read_image,1
prev_read_kernel,1
state,8
area by class of cell:
class | instances | area share [%]
clock inverter | 12 | 1.26
tap | 184 | 2.26
clock buffer | 20 | 4.49
timing repair buffer | 189 | 18.5
inverter | 14 | 0.566
multi-input combinational | 482 | 29.9
sequential | 175 | 43.1
Power is estimated from default activity; no workload was simulated.
